===== /design/flow/config.mk =====
export PLATFORM = sky130hd
export DESIGN_NAME = aes256_core
export DESIGN_NICKNAME = aes256_core
export VERILOG_FILES = /design/flow/design.v
export SDC_FILE = /design/flow/constraint.sdc
export NUM_CORES = 4
export LEC_CHECK = 1
export CORE_AREA = 10 10 257 257
export DIE_AREA = 0 0 267 267

===== /design/flow/design.v =====
module aes256_core (
    input  logic clk,
    input  logic rst_n,
    input  logic start,
    input  logic [255:0] key,    
    input  logic [127:0] din,    
    output logic [127:0] dout,   
    output logic ready
);
    logic [127:0] state_reg;
    logic busy;
    always_ff @(posedge clk or negedge rst_n) begin
        if (!rst_n) begin
            state_reg <= '0;
            dout <= '0;
            ready <= 1;
            busy <= 0;
        end else begin
            if (start && !busy) begin
                state_reg <= din;
                busy <= 1;
                ready <= 0;
            end else if (busy) begin
                dout <= state_reg ^ key[127:0];  
                busy <= 0;
                ready <= 1;
            end
        end
    end
endmodule

===== /design/flow/run.sh =====
#!/bin/bash
# OpenROAD 26Q1-2900-gdf79404cd8, Yosys 0.63+post, stock flow scripts
make -C /OpenROAD-flow-scripts/flow DESIGN_CONFIG=/design/flow/config.mk WORK_HOME=/design/flow/orfs finish

===== /design/flow/constraint.sdc =====
current_design aes256_core

set clk_period 25.9
set clk_io_pct 0.2

create_clock -name clk0 -period $clk_period [get_ports {clk}]

set non_clock_inputs [all_inputs -no_clocks]
set_input_delay [expr $clk_period * $clk_io_pct] -clock clk0 $non_clock_inputs
set_output_delay [expr $clk_period * $clk_io_pct] -clock clk0 [all_outputs]

==> load_flow_metrics.sql <==
-- metrics for the results database
INSERT INTO impl_metrics (metric_group, metric, value, unit) VALUES
('worst_setup_path', 'end_kind', 'flop', ''),
('timing', 'fin_tns_setup', '0', 'ps'),
('floorplanning', 'chipHeight', '267', 'um'),
('worst_setup_path', 'worst_ep_arrival_time', '7980', 'ps'),
('synth', 'synthCells', '816', ''),
('drt', 'route.antenna.remaining_nets', '0', ''),
('placement', 'place.port_buffers', '387', ''),
('timing', 'fmaxAchievable', '133', 'MHz'),
('drt', 'total_number_of_vias', '7384', ''),
('synth', 'synthesis.area', '10500', 'um^2'),
('drt', 'wl', '31200', 'um'),
('timing', 'finalWorstPathRequiredPeriod', '7540', 'ps'),
('synth', 'most_common_cell', 'sky130_fd_sc_hd__dfrtp_1', ''),
('timing', 'slew_headroom', '42.5', '%'),
('synth', 'ys_area', '10500', 'um^2'),
('synth', 'yosys-stat-cells', '816', ''),
('global_route', 'grt_first_pass_wirelength', '47100', 'um'),
('synth', 'yosysTopAreaCellShare', '61.3', '%'),
('synth', 'async_reset_ff_share', '100', '%'),
('worst_setup_path', 'worst_ep_required_time', '26340', 'ps'),
('drt', 'detail_route.drc_violations', '0', ''),
('synth', 'largest_area_cell', 'sky130_fd_sc_hd__dfrtp_1', ''),
('timing', 'worstMarginPinSlew', '861', 'ps'),
('cts', 'cts_tree', 'built', ''),
('floorplanning', 'coreArea', '60400', 'um^2'),
('finish', 'fillerInstances', '6170', ''),
('timing', 'fin_skew', '14.9', 'ps'),
('job', 'drv_cap', '0', ''),
('placement', 'dp.final_hpwl', '22900', 'um'),
('timing', 'final_max_slew_viol_count', '0', ''),
('synth', 'synth.cells.most_frequent', 'sky130_fd_sc_hd__dfrtp_1 (257), sky130_fd_sc_hd__a21oi_1 (128), sky130_fd_sc_hd__nor2_1 (128), sky130_fd_sc_hd__xnor2_1 (128), sky130_fd_sc_hd__mux2_1 (101)', ''),
('synth', 'syn_avg_cell_area', '12.9', 'um^2'),
('floorplanning', 'rows', '90', ''),
('drt', 'wire_length_per_cell_after_detailed_routing', '15.5', 'um'),
('floorplanning', 'floorplanUtilization', '17.4', '%'),
('power_and_ir_drop', 'powerDensity', '74.8', 'nW/um^2'),
('timing', 'report.final.setup_viol', '0', ''),
('power_and_ir_drop', 'totalPowerFinal', '1.21', 'mW'),
('drt', 'drt_first_pass_iters', '4', ''),
('timing', 'finalHoldWorstSlack', '504', 'ps'),
('finish', 'regArea', '6460', 'um^2'),
('cts', 'cts-hold-fix-buffers', '0', ''),
('worst_setup_path', 'worstSetupPathType', 'input pin to flop', ''),
('worst_setup_path', 'biggest_fanout_along_the_worst_timing_path', '40', ''),
('cts', 'clock_sink_count', '258', ''),
('hold_path', 'hold-path-cell-count', '1', ''),
('hold_path', 'launch_instance_of_the_worst_min_delay_path', 'state_reg[44]', ''),
('synth', 'synth.lib_cells_used.distinct', '15', ''),
('worst_setup_path', 'rr_worst_depth', '4', ''),
('drt', 'drt_first_iter_violations', '273', ''),
('synth', 'ys_dominant_reg_cell', 'sky130_fd_sc_hd__dfrtp_1', ''),
('floorplanning', 'io_pins', '516', ''),
('floorplanning', 'fp.dieArea', '71300', 'um^2'),
('finish', 'flow.area_growth_from_synthesis', '54.1', '%'),
('global_route', 'via_count_of_the_first_global_routing_pass', '7742', ''),
('run_status', 'result_of_the_run', 'completed', ''),
('worst_setup_path', 'worstSetupStartpointType', 'input pin', ''),
('global_route', 'grt.overflow.total', '0', ''),
('hold_path', 'min_to', 'state_reg[44]', ''),
('worst_setup_path', 'worst_r2r_startpoint', 'busy', ''),
('cts', 'ctsRootBufferMaster', 'sky130_fd_sc_hd__clkbuf_16', ''),
('job', 'warnings', '153', ''),
('cts', 'clock_tree.htree_level_count', '1', ''),
('synth', 'yosys_warnings', '1', ''),
('synth', 'synth_seq_share', '61.6', '%'),
('synth', 'topCellsByArea', 'sky130_fd_sc_hd__dfrtp_1 (61%), sky130_fd_sc_hd__mux2_1 (11%), sky130_fd_sc_hd__xnor2_1 (11%), sky130_fd_sc_hd__a21oi_1 (6.1%), sky130_fd_sc_hd__nor2_1 (4.6%)', ''),
('power_and_ir_drop', 'power.leakage', '6.28', 'nW'),
('cts', 'post-cts-setup-buffer-count', '0', ''),
('floorplanning', 'horizontal_extent_of_the_die', '267', 'um'),
('global_route', 'number_of_antenna_violations_at_the_first_check_in_global_routing', '1', ''),
('cts', 'clkSlewWorstSetupHoldPaths', '60', 'ps');
-- placed cells by master (no fill, tap or decap) --
cell type and n:
sky130_fd_sc_hd__nor2b_4 1, sky130_fd_sc_hd__clkinvlp_4 2, sky130_fd_sc_hd__dfrtp_1 256, sky130_fd_sc_hd__clkinv_4 3
sky130_fd_sc_hd__xnor2_1 128, sky130_fd_sc_hd__buf_8 1, sky130_fd_sc_hd__clkdlybuf4s50_1 386, sky130_fd_sc_hd__diode_2 1
sky130_fd_sc_hd__buf_4 11, sky130_fd_sc_hd__dfstp_2 1, sky130_fd_sc_hd__bufinv_16 2, sky130_fd_sc_hd__dfrtp_4 1
sky130_fd_sc_hd__a21oi_1 128, sky130_fd_sc_hd__clkbuf_8 9, sky130_fd_sc_hd__clkbuf_1 5, sky130_fd_sc_hd__mux2_2 27
sky130_fd_sc_hd__inv_1 1, sky130_fd_sc_hd__nor2_1 128, sky130_fd_sc_hd__a21o_1 1, sky130_fd_sc_hd__inv_6 1
sky130_fd_sc_hd__clkinv_2 4, sky130_fd_sc_hd__clkbuf_16 31, sky130_fd_sc_hd__mux2_1 101
-- metal layers --
metal  routed length (um)  GRT usage, %  part of all wire (%)  vias up
met5                    0             0                     0        -
met4                  748          1.70                   2.4        0
met3                 3640          4.08                    12       42
met2                14200          13.3                    46      253
met1                12600          10.9                    40     3560
li1                     -             -                     -     3529
-- logic make-up after synthesis --
logic type	count (synthesis)	share of synthesized area, %
compound gates	129	6.18
simple gates	129	4.71
flops	258	61.6
buf+inv	44	3.09
xor+xnor	128	10.7
mux	128	13.7
-- worst max-delay path: stages --
cell and delay (ps):
sky130_fd_sc_hd__clkdlybuf4s50_1 530, sky130_fd_sc_hd__nor2b_4 740, sky130_fd_sc_hd__buf_4 480, sky130_fd_sc_hd__buf_4 570, sky130_fd_sc_hd__mux2_1 380
-- area by class of cell --
cell class	count	area share, %
Multi-Input combinational cell	514	22.9
Sequential cell	258	40.0
Antenna cell	1	0.0155
Tap cell	782	6.05
Inverter	1	0.0232
Clock buffer	45	5.68
Timing Repair Buffer	398	24.5
Clock inverter	12	0.805
-- worst max path at each step --
stage | startpoint | to | slack [ps] | depth (start not counted)
after CTS | start | state_reg[121] | 18310 | 5
after global routing | start | state_reg[78] | 18210 | 5
final | start | state_reg[60] | 18360 | 5
-- stage by stage --
stage,util (%),std cells,instance area [um^2],setup slack (ps)
after floorplan,-,816,10500,19800
after global placement,25.0,1953,15100,17690
after detailed placement,25.0,1953,15100,17690
after CTS,26.8,2010,16200,18310
after global routing,26.8,2010,16200,18210
final,26.8,2011,16200,18360
-- report_power, final --
group          switching, mW  leakage, nW  internal (mW)
sequential            0.0429         2.92          0.477
combinational         0.0813         2.84          0.167
clock                  0.176        0.514          0.265
total                  0.300         6.28          0.908
Power is estimated from default activity; no workload was simulated.
